--- design/flow/run.sh ---
#!/bin/bash
# OpenROAD 26Q1-2900-gdf79404cd8, Yosys 0.63+post, stock flow scripts
make -C /OpenROAD-flow-scripts/flow DESIGN_CONFIG=/design/flow/config.mk WORK_HOME=/design/flow/orfs finish
--- design/flow/config.mk ---
export PLATFORM = sky130hd
export DESIGN_NAME = NTT
export DESIGN_NICKNAME = NTT
export VERILOG_FILES = /design/flow/design.v
export SDC_FILE = /design/flow/constraint.sdc
export NUM_CORES = 4
export LEC_CHECK = 1
export CORE_UTILIZATION = 40
--- design/flow/constraint.sdc ---
current_design NTT

set clk_period 319.6
set clk_io_pct 0.2

create_clock -name clk0 -period $clk_period [get_ports {clk}]

set non_clock_inputs [all_inputs -no_clocks]
set_input_delay [expr $clk_period * $clk_io_pct] -clock clk0 $non_clock_inputs
set_output_delay [expr $clk_period * $clk_io_pct] -clock clk0 [all_outputs]
--- design/flow/design.v ---
module BU(
    input       [22:0] X,
    input       [22:0] Y,
    input       [22:0] TF,
    output reg  [22:0] A,
    output reg  [22:0] B
);
localparam [22:0] q = 23'd8380417;
wire [23:0] sum, zY;
Mul_Mod u_Mul_Mod (
    .A(TF),
    .B(Y),
    .Z(zY)
);
assign sum  = X + zY;
always @(*) begin
    A = (sum >= q) ? sum - q : sum[22:0];
    B = (X < zY) ? (X + q - zY) : (X - zY);
end
endmodule
module FA(
	input 	   x,
	input 	   y,
	input 	c_in,
	output     s, 
	output  c_out
);
wire w_s1, w_c1, w_c2;
HA u_ha1(
	.x(x),
	.y(y),
	.s(w_s1),
	.c(w_c1)
);
HA u_ha2(
	.x(c_in),
	.y(w_s1),
	.s(s),
	.c(w_c2)
);
assign c_out = w_c1 | w_c2;
endmodule
module HA(
	input  x,
	input  y,
	output s, 
	output c
);
assign {c, s} = x + y;
endmodule
module Mul_Mod (
    input  [22:0] A,
    input  [22:0] B,
    output [23:0] Z
);
wire [47:0] full_product;
wire [23:0] high_part;
wire [23:0] reduced_value;
wire [23:0] correction_term;
wire borrow;
wire [47:0] temp1;
wire [47:0] temp2;
wire [47:0] temp3;
wire [47:0] temp4;
wire [10:0] w_value;
wire [23:0] adjusted_low;
wire [23:0] final_result;
(* multstyle = "logic" *) wire [28:0] high_mul;
assign high_mul = A * B[22:17];
(* multstyle = "logic" *) wire [39:0] low_mul;
assign low_mul = A * B[16:0];
Adder #(.DATA_WIDTH(48)) add1(
	.x({2'b0, high_mul, 17'b0}),
	.y({8'b0, low_mul}),
	.s(full_product)
);
assign high_part[23:0] = full_product[45:22];
Adder #(.DATA_WIDTH(48)) add2(
	.x({24'b0, high_part}),
	.y({34'b0, high_part[23:10]}),
	.s(temp1)
);
wire [47:0] concat = {13'b0, temp1[24:0], high_part[9:0]};
Adder #(.DATA_WIDTH(48)) add3(
	.x({23'b0, high_part[23:0], 1'b0}),
	.y({24'b0, high_part[23:0]}),
	.s(temp2)
);
Adder #(.DATA_WIDTH(48)) add4(
	.x(temp2),
	.y({25'b0, high_part[23:1]}),
	.s(temp3)
);
Adder #(.DATA_WIDTH(48)) add5(
	.x({34'b0, temp3[25:12]}),
	.y(concat),
	.s(temp4)
);
assign reduced_value = temp4[34:11];
assign w_value = reduced_value[23:13] - reduced_value[10:0];
wire temp = w_value[10] ^ reduced_value[0];
assign correction_term = {temp, w_value[9:0], reduced_value[12:0]};
assign adjusted_low = full_product[23:0] - correction_term[23:0];
assign {borrow, final_result} = adjusted_low - 24'd8380417;
assign Z = borrow ? adjusted_low : final_result;
endmodule
module Adder #(
    parameter DATA_WIDTH  = 48, 
    parameter BLOCK_WIDTH = 4   
)(
    input  [DATA_WIDTH-1:0] x,
    input  [DATA_WIDTH-1:0] y,
    output [DATA_WIDTH-1:0] s
);
    localparam NUM_BLOCKS = DATA_WIDTH / BLOCK_WIDTH;
    wire [NUM_BLOCKS:0] carry;
    assign carry[0] = 1'b0;
    genvar i; 
    generate
        for (i = 0; i < NUM_BLOCKS; i = i + 1) begin : rca_gen_block
            localparam MSB = (i + 1) * BLOCK_WIDTH - 1;
            localparam LSB = i * BLOCK_WIDTH;
            RCA rca_inst (
                .x      (x[MSB:LSB]),         
                .y      (y[MSB:LSB]),         
                .s      (s[MSB:LSB]),         
                .c_in   (carry[i]),           
                .c_out  (carry[i+1])          
            );
        end
    endgenerate
endmodule
module NTT(
    input             clk, 
    input             rst, 
    output            input_ready,
    input             input_valid,
    input      [22:0] input_data,
    output     [7:0]  tf_addr,
    input      [22:0] tf_data,
    output reg        output_valid,
    output reg [22:0] output_data
);
localparam IDLE = 3'd0;
localparam LOAD = 3'd1;
localparam BUTTERFLY = 3'd2;     
localparam BLOCK_NEXT = 3'd3;    
localparam STAGE_NEXT = 3'd4;    
localparam OUTPUT = 3'd5;
reg [2:0] state, next_state;
reg [22:0] memory [0:255];
reg [7:0] len;
reg [7:0] start;
reg [7:0] j;
reg [7:0] m;
reg [7:0] in_cnt, out_cnt;
wire [7:0] j_next = j + 1;
wire [7:0] end_j = start + len - 1; 
wire [22:0] A, B; 
BU u_bu(
    .X(memory[j]), 
    .Y(memory[j + len]), 
    .TF(tf_data), 
    .A(A), 
    .B(B)
);
assign tf_addr = m + 1;
assign input_ready = (state == LOAD);
always @(posedge clk or posedge rst) begin
    if(rst) begin
        state <= IDLE;
    end else begin
        state <= next_state;
    end
end
always @(*) begin
    case(state)
        IDLE: 
            next_state = input_valid ? LOAD : IDLE;
        LOAD:
            next_state = in_cnt == 255 ? BUTTERFLY : LOAD;
        BUTTERFLY:
            next_state = (j_next <= end_j) ? BUTTERFLY : BLOCK_NEXT;
        BLOCK_NEXT:
            next_state = start + (len << 1) < 256 ? BUTTERFLY : STAGE_NEXT;
        STAGE_NEXT:
            next_state = len > 1 ? BUTTERFLY : OUTPUT;
        OUTPUT:
            next_state = (out_cnt == 255) ? IDLE : OUTPUT;
        default: next_state = IDLE;
    endcase
end
always @(posedge clk or posedge rst) begin
    if(rst) begin
        in_cnt <= 0;
        m <= 0;
        len <= 128;
        start <= 0;
        j <= 0;
        out_cnt <= 0;
        output_valid <= 0;
    end else begin
        case (state)
            IDLE: begin
                in_cnt <= 0;
                m <= 0;
                len <= 128;
                start <= 0;
                j <= 0;
                out_cnt <= 0;
                output_valid <= 0;
            end
            LOAD: begin
                memory[in_cnt] <= input_data;
                in_cnt <= in_cnt + 1;
            end
            BUTTERFLY: begin
                memory[j] <= A;
                memory[j + len] <= B;
                if (j_next <= end_j)
                    j <= j_next;
            end
            BLOCK_NEXT: begin
                start <= start + (len << 1);
                j <= start + (len << 1);
                m <= m + 1;
            end
            STAGE_NEXT: begin
                len <= len >> 1;
                start <= 0;
                j <= 0;
            end
            OUTPUT: begin
                output_valid <= 1;
                output_data <= memory[out_cnt];
                out_cnt <= out_cnt + 1;
            end
        endcase
    end
end
endmodule
module RCA(
	input  [3:0]   x,
	input  [3:0]   y,
	input 		c_in,
	output [3:0]   s,
	output     c_out
);
wire [4:0] c;
assign c[0] = c_in;
generate
	genvar k;
		for (k = 0; k < 4; k = k + 1)
		begin: FA
			FA u_fa(
				.x(x[k]),
				.y(y[k]),
				.c_in(c[k]),
				.s(s[k]),
				.c_out(c[k + 1])
			);
		end
endgenerate
assign c_out = c[4];
endmodule
==> results.py <==
# Flow results
metrics = {
    "yosys": {
        "ys_chip_area_um2": 411000,
        "top_logic_kind": "AND-OR/OR-AND gates",
        "yosys_cells": 43000,
        "flop_cell": "edfxtp_1",
        "aoi_share": 0.343,
        "edf_count": 5911,
        "synth-async-reset-ratio": 0.00905,
        "synth_cells": 43000,
        "yosys.area_share.simple": 0.115,
        "syn-cell-area_um2": 411000,
        "mux_area_frac": 0.00815,
        "ys_ff": 5965,
        "ys_sh_adder": 0.0347,
        "synth_warnings": 4,
        "synth_cell_types": 110,
        "syn_avg_cell_area_um2": 9.56,
        "ys_sh_xor": 0.00489,
        "yosysSeqAreaShare": 0.435,
    },
    "status": {
        "error_line": "[ERROR GRT-0116] Global routing finished with congestion. Check the congestion regions in the DRC Viewer.",
        "outcome": "aborted with a tool error",
        "lastStage": "global routing (5_1_grt)",
    },
    "placement": {
        "gp_congestion": 2.64,
        "numPortBuffers": 81,
        "dp_slack_ps": 219370,
        "dp_hpwl_mm": 4810,
    },
    "clocking": {
        "clockRootBuffer": "clkbuf_16",
        "hold_buffers": 0,
        "htree_levels": 6,
        "clock-sinks": 5965,
        "post_cts_buffers": 0,
        "cts_buffer_depth": 5,
        "cts_buffers": 699,
        "post_cts_resized": 0,
    },
    "grt": {
        "grt_pass1_vias": 572000,
        "grt_usage": 1.36,
        "grt_overflow": 373000,
        "grt_pass1_wl_mm": 8200,
        "grt_start_max_net_pins": 182,
    },
    "floorplanning": {
        "row_count": 372,
        "fp.dieW_mm": 1.02,
        "initCoreUtil": 0.401,
        "dieHeight_mm": 1.02,
        "io_pins": 82,
    },
}
per-layer routing:
layer / GRT overflow / track usage
met5: 2405 / 0.845
met4: 15900 / 0.946
met3: 27300 / 0.973
met2: 179000 / 1.73
met1: 148000 / 1.55
per-stage QoR:
step | cell area (um2) | cells
2_1_floorplan | 411000 | 43000
3_3_place_gp | 456000 | 56000
4_1_cts | 477000 | 57200
3_5_place_dp | 456000 | 56000
cell usage after synthesis (461+ instances only):
| cell | count | area (um2) |
|---|---|---|
| edfxtp_1 | 5911 | 178000 |
| clkbuf_1 | 4417 | 16600 |
| nand2_1 | 4257 | 16000 |
| a22oi_1 | 3921 | 29400 |
| o21ai_0 | 3509 | 17600 |
| nor2_1 | 2781 | 10400 |
| a221oi_1 | 2741 | 24000 |
| a22o_1 | 2005 | 17600 |
| o221ai_1 | 1433 | 12600 |
| nand4_1 | 1085 | 6790 |
| nand3_1 | 1063 | 5320 |
| a21oi_1 | 813 | 4070 |
| a21o_1 | 793 | 5950 |
| inv_1 | 731 | 2740 |
| a32oi_1 | 599 | 5250 |
| buf_2 | 580 | 2900 |
| a31o_2 | 547 | 4790 |
| fa_1 | 476 | 9530 |
| a31oi_1 | 467 | 2920 |
| nor3_1 | 461 | 2310 |
cell families after synthesis:
group | Yosys count
AND-OR/OR-AND | 18800
flip-flops | 5965
multiplexers | 323
AND/OR/NAND/NOR | 10600
adder cells (fa/ha/maj) | 857
XOR/XNOR | 228
buffers and inverters | 6232
